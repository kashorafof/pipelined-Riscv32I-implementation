**design/flow/constraint.sdc**
```tcl
current_design IF_stage

set clk_period 1.0
set clk_io_pct 0.2

create_clock -name clk0 -period $clk_period [get_ports {clk_i}]

set non_clock_inputs [all_inputs -no_clocks]
set_input_delay [expr $clk_period * $clk_io_pct] -clock clk0 $non_clock_inputs
set_output_delay [expr $clk_period * $clk_io_pct] -clock clk0 [all_outputs]
```
**design/flow/config.mk**
```make
export PLATFORM = sky130hd
export DESIGN_NAME = IF_stage
export DESIGN_NICKNAME = IF_stage
export VERILOG_FILES = /design/flow/design.v
export SDC_FILE = /design/flow/constraint.sdc
export NUM_CORES = 4
export LEC_CHECK = 1
export CORE_AREA = 10 10 104 104
export DIE_AREA = 0 0 114 114
```
**design/flow/design.v**
```verilog
module IF_stage(
  input clk_i, rst_i,
  input wire ID_branch_en_i, stall_i,
  input wire [31:0] ID_Branch_target_i,
  output reg [31:0] PC_o
);
reg [31:0] PC;
always@(*)
begin
  if (rst_i)
    PC <= 32'h0;
end
always @(posedge clk_i)
begin
  PC_o = ID_branch_en_i ? ID_Branch_target_i : PC;
  if (stall_i)
  begin
    PC = PC;
    PC_o = PC-32'h4;  
  end
  else if (ID_branch_en_i)
  begin
    PC = ID_Branch_target_i;  
  end
  else
    PC = PC + 32'h4;
end
endmodule
```
**design/flow/run.sh**
```bash
#!/bin/bash
# OpenROAD 26Q1-2900-gdf79404cd8, Yosys 0.63+post, stock flow scripts
make -C /OpenROAD-flow-scripts/flow DESIGN_CONFIG=/design/flow/config.mk WORK_HOME=/design/flow/orfs finish
```
==> CHANGELOG.md <==
### Implementation results

* Dpl ws at -0.2794 ns
* Yosys cell count at 70
* Final worst slack at 0.03868 ns
* Layout Cells excl Fill at 253
* Sink Count at 32
* Area Overhead vs Synth at 86.48%
* Final period utilization at 96.13%
* First-pass GRT wire length at 4712 µm
* Max reg flops at 32
* Vias per cell at 3.095
* Ant diodes at 0
* Crit path max fanout at 1
* Initial Utilization at 10.77%
* Vias in the first global route at 870
* Rows at 34
* VDD IR max at 0.4309 mV
* Tool warnings at 26
* GRT overflow at 0
* Class of the worst hold path: in2reg
* Clk buf depth at 2
* Yosys chip area at 934.6 µm²
* Crit path capture type: output port
* Vias at 783
* Routability Congestion at 0.6919
* Syn. warnings at 65
* Final setup viols at 0
* Post-synth regs at 32
* Part of the Yosys area used for sequential elements at 68.54%
* Slew headroom at 82.72%
* Setup TNS at 0 ns
* Status: finished, final reports clean
* DRC violations left at 0
* Ports at 68
* H-tree depth at 2
* Detailed Place HPWL at 2542 µm
* CORE AREA at 8678 µm²
* Layout cells sized above 1 at 34.48%
* Largest net degree at the start of global routing at 10
* CTS Buf Count at 5
* Largest delay share family, worst path: flip-flops
* Cells after DPL at 246
* Slowest CP cell: dfxtp_1
* Die ar. at 13000 µm²
* Die height at 114 µm
* Leak Pwr at 0.8080 nW
* Post-Syn Area at 934.6 µm²
* RSZ-0062 raised after global routing: no
* Fmax at 1.040 GHz
* CP required at 0.80 ns
* Clk slew on worst S/H paths at 0.07 ns
* Number of port buffers at 66
* Unique masters post-synth at 5
* Final Hold Vio Count at 0
* Fill count at 980
* Slew of the pin with the lowest slew margin at 0.2584 ns
* Tot GR Track Use at 4.582%
* Initial DRC Count at 24
* CTS root buf: clkbuf_8
* Worst hold slack at 0.5010 ns
* Post-Syn Area per Cell at 13.35 µm²
* Max incr delay on CP at 0.31 ns
* Post-Route WL at 3109 µm
* Max-Cap Viols at 0
* Register Area at 659.4 µm²
* DR WL/cell at 12.29 µm
* WP data arrival at 0.76 ns
* Crit Path Class: reg2out
* Worst path cell trace: clkdlybuf4s15_1
* Die Wd at 114 µm
* Critical path startpoint category: register
* Min cycle time layout at 0.9613 ns
* Cells after Synth at 70
* CTS tree: done
* CP bufs+invs at 1
* Post-DRT Antenna Nets at 0
* Hold Buf Count CTS at 0
* PD cells at 1524 nW/µm²
* Logic area at 245.2 µm²
* Initial antenna violation count at 0
* TritonRoute pass-1 iters at 2
* Final Max-Slew Violation Tally at 0
## Yosys cell counts
master / n / share of area (%)
dfxtp_1: 32 / 69
buf_6: 3 / 3.6
and3b_2: 2 / 2.1
a21o_1: 30 / 24
buf_2: 3 / 1.6
## report_power, final
| group | internal, W | total, W | switching, W |
|---|---|---|---|
| sequential | 0.00137 | 0.00139 | 0.0000197 |
| clock | 0.000473 | 0.000925 | 0.000452 |
| combinational | 0.000251 | 0.000345 | 0.0000941 |
## stage by stage
stage	cell area, µm²	utilization, %	power [W]
detailed placement	1742	20.07	0.001823
CTS	1817	20.93	0.002763
finish	1743	20.08	0.002656
floorplan	934.6	-	0.001482
global placement	1742	20.07	0.001821
global route	1743	20.08	0.002830
## cell usage in the layout (no fill, tap or decap), drive strengths merged
master,netlist,final
buf,6,11
clkdlybuf4s50,0,34
a21o,30,30
clkinv,0,1
clkbuf,0,22
dfxtp,32,32
and3b,2,2
clkdlybuf4s15,0,13
## cell families after synthesis
family / Yosys count / share of synthesized area [%]
buf+inv: 6 / 5.220
compound gates: 30 / 24.10
flops: 32 / 68.54
simple gates: 2 / 2.142
## path summary, 6_finish.rpt
kind / startpoint / to / slack [ns] / cells after the start
min: ID_Branch_target_i[14] / PC_o[14] / 0.50 / 2
max: PC_o[21] / PC_o[21] / 0.04 / 1
## final cells by class
type	instances	share of cell area, %
repair buffers	74	35.89
multi-input cells	32	14.07
flip-flops and latches	32	37.83
clock inverters	1	0.2872
clock buffers	6	4.164
well taps	108	7.753
## per-layer routing
metal  part of all wire [%]  global-route usage [%]  wire, µm  vias to the layer above
met4                    1.0                  0.6683        31                        0
met5                      0                       0         0                        -
met2                     48                   7.593      1504                       37
met1                     38                   4.857      1182                      357
met3                     13                   3.030       390                        4
li1                       -                       -         -                      385
## what timing repair did
item,4_1_cts,5_1_grt
resized,74,27
buffers inserted,0,0
setup endpoints to repair,32,19
cloned,0,0
Power figures rest on the tool's default switching activity, not on a simulated workload.
