**config.mk**
```make
export PLATFORM = sky130hd
export DESIGN_NAME = Register_file
export DESIGN_NICKNAME = Register_file
export VERILOG_FILES = /design/flow/design.v
export SDC_FILE = /design/flow/constraint.sdc
export NUM_CORES = 4
export LEC_CHECK = 1
export CORE_AREA = 10 10 86 86
export DIE_AREA = 0 0 96 96
```
**design.v**
```verilog
module Register_file (
    input wire clk_i, rst_i,
    input wire ID_reg_wr_en_i,
    input wire [4:0] ID_rd_i,
    input wire [4:0] ID_rs1_i, 
    input wire [4:0] ID_rs2_i,
    input wire [31:0] ID_wr_data_i,
    output wire [31:0] Read_reg1_o, Read_reg2_o
);
  reg [31:0] Registers[31:0];
  assign Read_reg1_o = (ID_rs1_i == ID_rd_i) ? ID_wr_data_i : Registers[ID_rs1_i];
  assign Read_reg2_o = (ID_rs2_i == ID_rd_i) ? ID_wr_data_i : Registers[ID_rs2_i];
  integer i;
  always @* begin
    if (rst_i) begin
      for (i = 0; i < 32; i = i + 1) Registers[i] <= 0;
    end
  end
  always @(negedge clk_i) begin
    if (ID_reg_wr_en_i && (ID_rd_i != 0)) begin
      Registers[ID_rd_i] <= ID_wr_data_i;
    end
  end
endmodule
```
**constraint.sdc**
```tcl
current_design Register_file

set clk_period 3.5
set clk_io_pct 0.2

create_clock -name clk0 -period $clk_period [get_ports {clk_i}]

set non_clock_inputs [all_inputs -no_clocks]
set_input_delay [expr $clk_period * $clk_io_pct] -clock clk0 $non_clock_inputs
set_output_delay [expr $clk_period * $clk_io_pct] -clock clk0 [all_outputs]
```
**run.sh**
```bash
#!/bin/bash
# OpenROAD 26Q1-2900-gdf79404cd8, Yosys 0.63+post, stock flow scripts
make -C /OpenROAD-flow-scripts/flow DESIGN_CONFIG=/design/flow/config.mk WORK_HOME=/design/flow/orfs finish
```
==> reports/metrics.csv <==
stage,metric,value,unit
synth,warnings from Yosys,2050,
timing,slew at the pin with the worst max-slew slack,0.3594,ns
critical_path,signal arrival time at the worst endpoint,2.48,ns
timing,setup tns final,0,ns
finish,total area of sequential cells,0,um2
hold_path,startpoint of the worst hold path,ID_wr_data_i[27],
finish,relative area change from synthesis to final layout,173.4,%
synth,most frequent cells after synthesis,"nand3_1 (33), nor2_1 (33), and3_1 (30)",
power,post-layout power,182.2,uW
finish,fraction of the core area covered by cells at the end of the flow,0.3390,
floorplanning,placeable core region,0.005540,mm2
hold_path,endpoint with the worst hold slack,Read_reg2_o[27],
finish,flop count,0,
timing,hold violation total from the final report,0,
drt,TritonRoute pass-1 iters,4,
synth,YS chip area,686.9,um2
place,standard cell area after detailed placement,0.001878,mm2
synth,mapped cell area,686.9,um2
cts,post-cts sizing count,0,
finish,"Non-Filler Cell Area, Final",0.001878,mm2
drt,number of DRC violations after detailed-routing iteration 0,36,
hold_path,Hold Path Depth,4,
floorplanning,DIE HEIGHT,96,um
synth,cell count after synthesis,124,
timing,Achievable Freq,314.2,MHz
hold_path,type of the worst min-delay path,in -> out,
cts,CTS Hold Bufs,0,
power,leakage,0.0007437,uW
critical_path,Critical Path Fanout Max,32,
floorplanning,Cell Rows,27,
floorplanning,fp_density,0.1240,
global_route,Overflow after GRT,0,
run_status,status,finished clean,
drt,ANT nets after route,0,
global_route,vias in the first global route,1283,
timing,post-route fraction of the period consumed by the critical path,0.9094,
timing,relative slew slack,0.7604,
drt,total vias in the final route,1271,
drt,wire length after detailed routing,4459,um
global_route,total global routing track utilization,0.08734,
power,power density over cell area,97.01,mW/mm2
critical_path,worst setup path class,in -> out,
floorplanning,I/O Pins,114,
synth,synthesized area divided by synthesized cell count,5.540,um2
cts,count of buffers added by post-CTS timing repair for setup,0,
synth,number of cells in Yosys stat,124,
synth,post-synthesis cell type with the largest combined area,and3_1,
synth,portion of the post-synthesis area used by sequential elements,0,
timing,number of endpoints failing setup at the final stage,0,
drt,diodes inserted,0,
critical_path,Worst setup EP type,primary output,
finish,share of layout cells above drive strength 1,0.05310,
global_route,antenna violations before repair,0,
place,total half-perimeter wirelength after legalization and detailed placement,3503,um
synth,Post-synth area hogs,"and3_1 (27%), nand3_1 (24%), nor2_1 (18%), buf_2 (6.6%), xor2_1 (6.4%)",
global_route,maximum number of pins on one net before global-route repair,33,
power,VDD IR max,81.38,uV
critical_path,endpoint required time on the critical path,2.80,ns
place,weighted congestion at the end of routability-driven global placement,0.7361,
drt,per-cell routed wire length,14.96,um
synth,synth unique cells,11,
synth,proportion of netlist area held by the largest area contributor,0.2732,
critical_path,sort of element at the start of the critical path,primary input,
drt,residual DRC count,0,
timing,Final Max Slew Viols,0,
flow_run,warning total across the stage logs,30,
timing,RSZ-0062 raised after global routing,false,
place,I/O Buffers,111,
floorplanning,area enclosed by the die boundary,0.009216,mm2
timing,min cycle time layout,3.183,ns
finish,# clk buffers,0,
flow_run,MaxCap Viol Count,0,
floorplanning,horizontal extent of the die,96,um
drt,via count normalized by instance count,4.265,
global_route,global-route wire length before repair,6693,um
## cell type report
cell class                 instances  area, um2
fill                             606       3662
multi-input combinational        109      606.8
tap                               72      90.09
timing repair buffer             117       1181
## cells by family (layout without fill, tap and decap cells)
group / after synthesis / in the layout / share of synthesized area
XOR/XNOR: 10 / 10 / 0.1494
AND/OR/NAND/NOR: 99 / 99 / 0.7304
buffers and inverters: 15 / 117 / 0.1202
## layout by cell type, fill, tap and decap left out
cell type | synthesis | final
clkdlybuf4s50_1 | 0 | 111
nand3_1 | 33 | 33
nor2_1 | 33 | 32
and3_1 | 30 | 30
xor2_1 | 5 | 5
buf_4 | 3 | 4
xnor2_1 | 3 | 3
xnor2_2 | 2 | 2
and3_2 | 2 | 2
buf_12 | 0 | 2
nor3_2 | 1 | 1
nor2_2 | 0 | 1
## layer usage
metal	wire [um]	vias to the layer above	global-route usage
li1	-	629	-
met1	1861	574	0.1101
met2	1963	68	0.1424
met3	634	0	0.04009
met4	0	0	0
met5	0	-	0
## how the worst max path moves through the flow
stage,start,to,depth (start not counted)
finish,ID_rd_i[4],Read_reg1_o[29],6
CTS,ID_rd_i[1],Read_reg1_o[29],6
global route,ID_rd_i[1],Read_reg1_o[29],6
## where the power goes
part	total (uW)	leakage (uW)	switching (uW)	internal, uW
clock	0	0	0	0
combinational	182	0.000744	80.0	102
sequential	0	0	0	0
total	182	0.000744	80.0	102
## critical path, cell delays in order
cell and delay [ns]:
clkdlybuf4s50_1 0.48, xor2_1 0.20, nor2_2 0.10, buf_4 0.29
and3_1 0.21, clkdlybuf4s50_1 0.49
## through the flow
stage	instances	setup WS [ns]	hold WS [ns]
global route	298	0.2187	2.340
finish	298	0.3170	2.312
floorplan	124	1.412	1.465
CTS	298	0.2999	2.319
global placement	298	0.3079	2.309
detailed placement	298	0.3000	2.316
Power and IR drop assume default switching activity.
